==> /design/flow/design.v <==
module rom (
input logic [5:0] address,  
output logic [63:0] data);  
always_comb
begin
case (address)
0 : data =64'b0001100000000000000011111000001111100001111110000011111000001111;
1 : data =64'b0001100000000000000011111000001111100001111110000011111000001111;
2 : data =64'b0001100000000000000011111000001111100001111110000011111000001111;
3 : data =64'b0001100000000000000011111000001111100001111110000011111000001111;
4 : data =64'b0001100000000000000011111000001111100001111110000011111000001111;
5 : data =64'b0001100000000000000011111000001111100001111110000011111000001111;
6 : data =64'b0001100000000000000011111000001111100001111110000011111000001111;
7 : data =64'b0001100000000000000011111000001111100001111110000011111000001111;
8 : data =64'b0001100000000000000011111000001111100001111110000011111000001111;
9 : data =64'b0001100000000000000011111000001111100001111110000011111000001111;
10 : data = 64'b0001100000000000000011111000001111100001111110000011111000001111;
11 : data = 64'b0001100000000000000011111000001111100001111110000011111000001111;
12 : data = 64'b0001100000000000000011111000001111100001111110000011111000001111;
13 : data = 64'b0001100000000000000011111000001111100001111110000011111000001111;
14: data =  64'b001100000000000000011111000001111100001111110000011111000001111;
15 : data = 64'b1111111111111111111111111111111111111111111111111111111111111111;
16 : data = 64'b1111111111111111111111111111111111111111111111111111111111111111;
17 : data = 64'b0001100000000000000011111000001111100001111110000011111000001111;
18 : data = 64'b0001100000000000000011111000001111100001111110000011111000001111;
19 : data = 64'b0001100000000000000011111000001111100001111110000011111000001111;
20 : data = 64'b0001100000000000000011111000001111100001111110000011111000001111;
21 : data = 64'b0001100000000000000011111000001111100001111110000011111000001111;
22 : data = 64'b0001100000000000000011111000001111100001111110000011111000001111;
23: data = 64'b0001100000000000000011111000001111100001111110000011111000001111;
24: data = 64'b0001100000000000000011111000001111100001111110000011111000001111;
25: data = 64'b0001100000000000000011111000001111100001111110000011111000001111;
26: data = 64'b1111111111111111111111111111111111111111111111111111111111111111;
27: data = 64'b0001100000000000000011111000001111100001111110000011111000001111;
28: data = 64'b0001100000000000000011111000001111100001111110000011111000001111;
29: data =  64'b0001100000000000000011111000001111100001111110000011111000001111;
30 : data = 64'b0001100000000000000011111000001111100001111110000011111000001111;
31 : data = 64'b0001100000000000000011111000001111100001111110000011111000001111;
32 : data = 64'b0001100000000000000011111000001111100001111110000011111000001111;
33 : data = 64'b0001100000000000000011111000001111100001111110000011111000001111;
34 : data = 64'b0001100000000000000011111000001111100001111110000011111000001111;
35 : data = 64'b0001100000000000000011111000001111100001111110000011111000001111;
36 : data = 64'b0001100000000000000011111000001111100001111110000011111000001111;
37 : data = 64'b0001100000000000000011111000001111100001111110000011111000001111;
38 : data = 64'b0001100000000000000011111000001111100001111110000011111000001111;
39 : data = 64'b0001100000000000000011111000001111100001111110000011111000001111;
40 : data = 64'b0001100000000000000011111000001111100001111110000011111000001111;
41 : data = 64'b0001100000000000000011111000001111100001111110000011111000001111;
42 : data = 64'b0001100000000000000011111000001111100001111110000011111000001111;
43 : data = 64'b0001100000000000000011111000001111100001111110000011111000001111;
44 : data = 64'b0001100000000000000011111000001111100001111110000011111000001111;
45 : data = 64'b0001100000000000000011111000001111100001111110000011111000001111;
46 : data = 64'b0001100000000000000011111000001111100001111110000011111000001111;
47 : data = 64'b0001100000000000000011111000001111100001111110000011111000001111;
default : data = 64'b1111111111111111111111111111111111111111111111111111111111111111;
endcase;
end
endmodule
module imageROM(
input logic kdata,kclock,
input logic clk,
input logic rst,
output logic hsync,
output logic vsync,
output logic[3:0] red,
output logic[3:0] green,
output logic[3:0] blue,
output logic[7:0] key,
output logic[3:0] ledg
);
logic keyboardclock ;
logic[2:0] flipflop;
logic[2:0] data;
logic fallingedge_clock , risingedge_clock;
logic[3:0] count;
logic start,stop;
logic[3:0] ones_count;
logic parity_error;
logic pressed;
logic key_right;
logic key_left;
logic sw_select;
logic previous_right;
logic previous_left;
logic pixel_clock;
logic x,y;
logic[9:0]line_counter;
logic[9:0]px_clk_counter;
logic[9:0]orio1;
logic[9:0]orio2;
logic imagestartx;
logic imagestarty;
logic[5:0]  romaddr;
logic[63:0]  romdata;
assign romaddr=0;
logic[5:0] i;
assign i=6'b000000;
rom romrom (
  .address(romaddr),  
  .data  ( romdata )   
);
assign imagestartx=159;
assign imagestarty=119;
always_ff@(posedge clk, posedge rst)
begin
	if(rst)
		pixel_clock<=0;
	else 
		pixel_clock<=~pixel_clock;
end
always_ff@(posedge clk, posedge rst)
begin 
   if (rst)
      hsync<=1;
      else if(pixel_clock)begin
        if (px_clk_counter>(640+16-1) && px_clk_counter<(640+16+96)) begin
          hsync<=0;
         end 
         else
         hsync<=1;
          end
end
always_ff@(posedge clk, posedge rst)
begin 
  if(rst)
  begin
      red <= 4'b0000;
      blue<= 4'b0000;
      green<= 4'b0000;
  end
  else if (px_clk_counter>640 && pixel_clock)
      begin
        red <= 4'b0000;
        blue<= 4'b0000;
        green<= 4'b0000;
      end
  else if (px_clk_counter<640 && pixel_clock && line_counter<480)
   begin
       if (line_counter>imagestartx && line_counter<imagestartx+47 && px_clk_counter>imagestarty && px_clk_counter<imagestarty+63 && px_clk_counter<580 && px_clk_counter>0 && line_counter>0) 
       begin
		  if(i==63)
		  begin 
			i<=0;
			romaddr<=romaddr+1;
			end
		  if(data[i])
			red <= 4'b1110;
		  else
			red <= 4'b0000;
		  blue<= 4'b0000;
		  green<= 4'b0000;
       end
       else if (line_counter>359 && line_counter<459 && px_clk_counter>119 && px_clk_counter<7*32+119+orio2&& px_clk_counter<580 ) 
       begin
          blue <= 4'b1110;
          red<= 4'b0000;
          green<= 4'b0000;
       end
       else
          begin   
             red<= 4'b1111;
             green<= 4'b1111;
             blue<= 4'b1111;
          end  
   end
end        
always_ff@(posedge clk, posedge rst)
begin
   if(rst)
	vsync<=1;
  else if(pixel_clock)
    if (line_counter>(480+11-1) && line_counter<(480+11+2))
	 vsync<=0;
   else
   vsync<=1;
end
always_ff@(posedge clk, posedge rst)
begin
	if(rst)
		px_clk_counter<=0;
    else if(pixel_clock)
      begin
      if(px_clk_counter<800)
        px_clk_counter<=px_clk_counter+1;
      else 
          begin
          px_clk_counter<=0;
          if(line_counter<524)
            line_counter<=line_counter+1;
          else
            line_counter<=0;
          end
      end
end
endmodule
==> /design/flow/run.sh <==
#!/bin/bash
# OpenROAD 26Q1-2900-gdf79404cd8, Yosys 0.63+post, stock flow scripts
make -C /OpenROAD-flow-scripts/flow DESIGN_CONFIG=/design/flow/config.mk WORK_HOME=/design/flow/orfs finish
==> /design/flow/config.mk <==
export PLATFORM = sky130hd
export DESIGN_NAME = imageROM
export DESIGN_NICKNAME = imageROM
export VERILOG_FILES = /design/flow/design.v
export SDC_FILE = /design/flow/constraint.sdc
export NUM_CORES = 4
export LEC_CHECK = 1
export CORE_UTILIZATION = 30
==> /design/flow/constraint.sdc <==
current_design imageROM

set clk_period 2.6
set clk_io_pct 0.2

create_clock -name clk0 -period $clk_period [get_ports {clk}]

set non_clock_inputs [all_inputs -no_clocks]
set_input_delay [expr $clk_period * $clk_io_pct] -clock clk0 $non_clock_inputs
set_output_delay [expr $clk_period * $clk_io_pct] -clock clk0 [all_outputs]
==> results.toml <==
# implementation run metrics
[power]
peakVddDrop_uv = 244
cellLeakagePower_uw = 0.000704
powerDensity_nw_per_um2 = 360
power_uw = 649

[setup_path]
crit_buf_inv = 1
crit_path_max_fanout = 6
max_stage_delay_ns = 0.46
cp-end-kind = "flip-flop"
r2r_slack_ns = 0.78
cp_data_required_time_ns = 2.76
worst_setup_path_start_kind = "flip-flop"
cp.arrival_ns = 1.98
worstReg2RegStart = "px_clk_counter[0]$_DFFE_PP0P_"
cpMaxStageDelayCell = "dfrtp_1"
reg2reg_to = "green[2]$_DFFE_PP0P_"
crit_chain = "inv_1 > ha_1 > o31a_2 > nor4b_2 > a21oi_1 > a22o_1"
critical_path_class = "reg2reg"
critPathTopFamily = "AND-OR/OR-AND gates"
reg2reg_depth = 6

[detailed_routing]
drc = 0
n_antenna_cell = 0
finalWirelength_mm = 2.83
wl_per_cell_microns = 11.1
via_count = 1139
firstDrtPassIters = 4
drt-initial-drc-count = 48
antenna_left = 0
viasPerCell = 4.45

[synth]
ys_top_logic_family = "simple AND/OR/NAND/NOR gates"
synth_cell_type_count = 40
synthArstFlopShare_pct = 60.0
avgSynthCellArea_sq_um = 9.34
synth.cell_area_sq_um = 1730
syn_inst = 185
synthAoiAreaFrac_pct = 9.49
synth-edff-count = 10
yosysSeqAreaShare_pct = 39.2
ys_cells = 185
area_leaders = "dfrtp_1 19%, edfxtp_1 17%, buf_4 10%, ha_1 5.8%, nor2_1 5.6%"
ff_type = "dfrtp_1"
ys_sh_mux_pct = 0.579
yosys.area.top_type = "dfrtp_1"
yosys_warnings = 25
synth_flops = 25
yosys.area_share.simple_pct = 21.3
synth.top_cell.area_share_pct = 18.8
ys_chip_area_sq_um = 1730
synth_xor_xnor_area_share_pct = 6.59
adder_share_pct = 5.79

[sta]
fin_skew_ns = 0.00296
setup_tns_ns = 0
finalClockPeriodUsage_pct = 69.9
setup_viol_count_final = 0
max_slew_margin_pct = 53.0
hold_violations = 0
worst_pin_slew_ns = 0.702
maxSlewViolCount = 0
rsz0062_at_grt = "false"
period_needed_ns = 1.82
max_freq_mhz = 550

[die]
pin_count = 30
die_area_sq_um = 6070
initial_core_util_pct = 31.2
dieHeight_microns = 77.9
num_rows = 27
core_sq_um = 5540
fp.dieW_microns = 77.9

[clock_network]
clockBufferDepth = 2
cts_buffers = 3
cts_sinks = 25
postCtsResizedCells = 0
root_buffer = "clkbuf_8"
clk_pin_slew_ns = 0.09
post-cts-setup-buffer-count = 0
htree_levels = 1
cts_tree = "built"
clock.latency.late_pin_ns = 0.27
ctsHoldBuffers = 0

[worst_hold_path]
hp-start = "hsync$_DFFE_PP1P_"
min_to = "hsync$_DFFE_PP1P_"
hold_class = "reg2reg"
whs_path_depth = 2

[placed_design]
placedCellCount = 252
gp_congestion = 0.827
dpl.hpwl_mm = 2.03
portBuffers = 15
place_area_sq_um = 1760

[outcome]
outcome = "finished clean"

[finish]
area_growth_pct = 4.49
final_area_sq_um = 1810
layout-drive-gt1-share_pct = 6.52
post_layout_nonfiller_instances = 256

[flow_run]
openroad.warnings = 33
drv_cap = 0

[global_route]
antenna_found_initial = 0
grt_max_degree = 16
track_usage_pct = 10.5
grt-ovfl-total = 0
grt_pass1_vias = 1068
grt_pass1_wl_mm = 5.03
-- worst max-delay path by stage --
stage | from | cells past startpoint | endpoint | slack [ns]
after global routing | px_clk_counter[0]$_DFFE_PP0P_ | 6 | green[2]$_DFFE_PP0P_ | 0.66
after CTS | green[2]$_DFFE_PP0P_ | 1 | red[0] | 0.76
final | px_clk_counter[0]$_DFFE_PP0P_ | 6 | green[2]$_DFFE_PP0P_ | 0.78
-- cell families after synthesis --
group	Yosys count
fa+ha+maj	8
flops	25
mux	1
simple gates	70
buf+inv	41
xor+xnor	13
other cells	1
compound gates	26
-- cell usage after synthesis (all sizes together), types with 2 or more instances --
library cell,count
clkbuf,2
nor3,4
a31oi,3
nand3,10
inv,9
ha,8
or3,3
edfxtp,10
nor2,27
nor4b,2
xor2,7
nand4,4
buf,30
xnor2,6
dfstp,2
a21oi,6
and3,3
nand2,13
o21ai,8
dfrtp,13
-- power breakdown --
group	switching, uW	internal (uW)	total, uW
Sequential	0	408	408
Clock	126	110	235
Combinational	5.10	1.44	6.53
-- stage by stage --
step	hold slack (ns)	worst slack (ns)	util [%]
floorplan	0.420	0.910	-
global placement	0.488	0.812	31.8
detailed placement	0.481	0.793	31.8
CTS	0.499	0.764	32.6
global route	0.540	0.664	32.6
finish	0.502	0.782	32.6
-- tightest hold or removal path, delay by kind of cell (launching register included) --
family	cells	cell delay, ns
DFF	1	0.38
and+or+nand+nor	2	0.13
-- layout by cell type, fill, tap and decap left out, types with 7 or more instances in the layout --
| cell type | netlist | layout |
|---|---|---|
| clkdlybuf4s50_1 | 0 | 15 |
| conb_1 | 1 | 12 |
| dfrtp_1 | 13 | 13 |
| edfxtp_1 | 10 | 10 |
| ha_1 | 8 | 8 |
| inv_1 | 9 | 9 |
| nand2_1 | 13 | 13 |
| nand3_1 | 10 | 10 |
| nor2_1 | 26 | 26 |
| o21ai_0 | 8 | 8 |
| xor2_1 | 7 | 7 |
-- state kept, by name, indices dropped and copies added, names as in the netlist --
name	flops
blue	1
line_counter	10
vsync	1
px_clk_counter	10
hsync	1
pixel_clock	1
green	1
-- layout make-up --
class	count	area, sq um
Fill cell	577	3730
Timing Repair Buffer	16	158
Tap cell	72	90.1
Multi-Input combinational cell	130	801
Inverter	9	33.8
Clock buffer	4	45.0
Sequential cell	25	678
-- per-layer routing --
metal  vias to the layer above  wire length, microns  track usage, %
met5                         -                     0               0
met4                         0                    12            1.30
met3                         2                    96            1.91
met2                        13                  1290            15.7
met1                       529                  1440            16.7
li1                        595                     -               -
Power figures rest on the tool's default switching activity, not on a simulated workload.
