`/design/flow/run.sh`:
```
#!/bin/bash
# OpenROAD 26Q1-2900-gdf79404cd8, Yosys 0.63+post, stock flow scripts
make -C /OpenROAD-flow-scripts/flow DESIGN_CONFIG=/design/flow/config.mk WORK_HOME=/design/flow/orfs finish
```
`/design/flow/config.mk`:
```
export PLATFORM = sky130hd
export DESIGN_NAME = dilation_erosion
export DESIGN_NICKNAME = dilation_erosion
export VERILOG_FILES = /design/flow/design.v
export SDC_FILE = /design/flow/constraint.sdc
export NUM_CORES = 4
export LEC_CHECK = 1
export CORE_UTILIZATION = 50
export SYNTH_MEMORY_MAX_BITS = 65536
```
`/design/flow/constraint.sdc`:
```
current_design dilation_erosion

set clk_period 12.0
set clk_io_pct 0.2

create_clock -name clk0 -period $clk_period [get_ports {clk}]

set non_clock_inputs [all_inputs -no_clocks]
set_input_delay [expr $clk_period * $clk_io_pct] -clock clk0 $non_clock_inputs
set_output_delay [expr $clk_period * $clk_io_pct] -clock clk0 [all_outputs]
```
`/design/flow/design.v`:
```
module dilation_erosion(
input logic clk,
input logic rst,
input logic switch,
input logic switch1,
input logic switch2,
output logic[6:0] romaddresss,
output logic[6:0] ramreadaddressfromvga,
output logic[63:0] ramdataoutout,
output logic[63:0] readataout,
output logic[6:0] ramwriteaddressout,
output logic hsync,
output logic vsync,
output logic[3:0] red,
output logic[3:0] green,
output logic[3:0] blue,
output logic[63:0] romdatadata);
logic[63:0] readata;
logic[6:0] readaddress;
logic[63:0] romdata;
logic[6:0] romaddressone;
logic[6:0] romaddress; 
logic[6:0] vgaaddress; 
logic r_rqst;
logic[63:0] ramdataout;
logic w_en;
logic[6:0] ramwriteaddress;
logic[63:0] raminputdata;
assign readataout= readata;
assign ramdataoutout = ramdataout;
assign romdatadata = romdata;
assign ramwriteaddressout = ramwriteaddress;
assign romaddresss= romaddress;
rom myrom(
romaddress,
romdata
);
dilation_erosion_filter myedgedetector(
clk,
rst,
romdata,
switch,
switch1,
switch2,
romaddressone,
raminputdata,
ramwriteaddress,
w_en,
r_rqst
);
ram myram(
clk,
vgaaddress,
ramdataout,
w_en,
ramwriteaddress,
raminputdata
);
vga myvga(
clk,
rst,
readata,
vgaaddress,
hsync,
vsync,
red,
green,
blue
);
always_comb
begin
	if (switch) readata= ramdataout;
	else readata = romdata;
end
always_comb
begin
	if(r_rqst && switch) romaddress = romaddressone;
	else romaddress = vgaaddress;
end
endmodule
module dilation_erosion_filter(
input logic clk,
input logic rst,
input logic [63:0] romdata,      
input logic switch3,
input logic switch1,
input logic switch2,
output logic [6:0] romaddress,   
output logic [63:0] ramdata,      
output logic [6:0] ramaddress,    
output logic write_enable,        
output logic read_request        
);
logic previousswitch3;
logic fallingedgeswitch;
logic risingedgeswitch;
logic[65:0] line0;
logic[65:0] line1;
logic[65:0] line2;
logic[65:0] line;
always_ff@(posedge clk)
begin
previousswitch3<=switch3;
end
assign fallingedgeswitch= (previousswitch3==1) | (switch3==0);
assign risingedgeswitch= (previousswitch3==0) | (switch3==1) ;
always_ff@(posedge clk)
begin
if (rst)
 begin
   line0<=66'b000000000000000000000000000000000000000000000000000000000000000000;
   line1<=66'b000000000000000000000000000000000000000000000000000000000000000000;
   line2<=romdata;
 end 
else 
 begin
   line0<=line1;
   line1<=line2;
	line2<=romdata;
 end
end
always_comb 
begin
if (switch2 ) 
  begin
    if(switch1) 
      begin
        for (int j=0;j<64;j++)
        ramdata[j]=line0[j+1]&line1[j]&line1[j+1]&line1[j+2]&line2[j+1];
      end
    else 
      begin
        for (int j=0;j<64;j++)
        ramdata[j]=line0[j+1]|line1[j]|line1[j+1]|line1[j+2]|line2[j+1];
      end
	end
else 
 begin
  if(switch1) 
    begin
       for (int j=0;j<64;j++)
       ramdata[j]=line0[j+1]&line1[j]&line1[j+2]&line2[j+1];
    end
  else  
   begin
      for (int j=0;j<64;j++)
      ramdata[j]=line0[j+1]|line1[j]|line1[j+2]|line2[j+1];
   end
 end
end
always_ff@(posedge clk)
begin
	if (rst) begin
		romaddress<=0;
		read_request<=0;
	end
	else if(romaddress<48 ) begin
		romaddress<=romaddress+1;
		read_request<=1;
	end
	else if(risingedgeswitch | fallingedgeswitch)
	begin
   romaddress<=0;
	read_request<=0;
   end
end
always_ff@(posedge clk)
begin
	if (rst) begin
		write_enable<=0;
	end
	else if (romaddress < 48) write_enable<=1;  
	else write_enable<=0;
end
assign ramaddress = romaddress;  
endmodule
module rom (
input logic [5:0] address,  
output logic [63:0] data);  
always_comb
begin
case (address)
0 : data =64'b0001100000000000000011111000001111100001111110000011111000001111;
1 : data =64'b0001100000000000000011111000001111100001111110000011111000001111;
2 : data =64'b0001100000000000000011111000001111100001111110000011111000001111;
3 : data =64'b0001100000000000000011111000001111100001111110000011111000001111;
4 : data =64'b0001100000000000000011111000001111100001111110000011111000001111;
5 : data =64'b0001100000000000000011111000001111100001111110000011111000001111;
6 : data =64'b0001100000000000000011111000001111100001111110000011111000001111;
7 : data =64'b0001100000000000000011111000001111100001111110000011111000001111;
8 : data =64'b0001100000000000000011111000001111100001111110000011111000001111;
9 : data =64'b0001100000000000000011111000001111100001111110000011111000001111;
10 : data = 64'b0001100000000000000011111000001111100001111110000011111000001111;
11 : data = 64'b0001100000000000000011111000001111100001111110000011111000001111;
12 : data = 64'b0001100000000000000011111000001111100001111110000011111000001111;
13 : data = 64'b0001100000000000000011111000001111100001111110000011111000001111;
14: data =  64'b001100000000000000011111000001111100001111110000011111000001111;
15 : data = 64'b1111111111111111111111111111111111111111111111111111111111111111;
16 : data = 64'b1111111111111111111111111111111111111111111111111111111111111111;
17 : data = 64'b0001100000000000000011111000001111100001111110000011111000001111;
18 : data = 64'b0001100000000000000011111000001111100001111110000011111000001111;
19 : data = 64'b0001100000000000000011111000001111100001111110000011111000001111;
20 : data = 64'b0001100000000000000011111000001111100001111110000011111000001111;
21 : data = 64'b0001100000000000000011111000001111100001111110000011111000001111;
22 : data = 64'b0001100000000000000011111000001111100001111110000011111000001111;
23: data = 64'b0001100000000000000011111000001111100001111110000011111000001111;
24: data = 64'b0001100000000000000011111000001111100001111110000011111000001111;
25: data = 64'b0001100000000000000011111000001111100001111110000011111000001111;
26: data = 64'b1111111111111111111111111111111111111111111111111111111111111111;
27: data = 64'b0001100000000000000011111000001111100001111110000011111000001111;
28: data = 64'b0001100000000000000011111000001111100001111110000011111000001111;
29: data =  64'b0001100000000000000011111000001111100001111110000011111000001111;
30 : data = 64'b0001100000000000000011111000001111100001111110000011111000001111;
31 : data = 64'b0001100000000000000011111000001111100001111110000011111000001111;
32 : data = 64'b0001100000000000000011111000001111100001111110000011111000001111;
33 : data = 64'b0001100000000000000011111000001111100001111110000011111000001111;
34 : data = 64'b0001100000000000000011111000001111100001111110000011111000001111;
35 : data = 64'b0001100000000000000011111000001111100001111110000011111000001111;
36 : data = 64'b0001100000000000000011111000001111100001111110000011111000001111;
37 : data = 64'b0001100000000000000011111000001111100001111110000011111000001111;
38 : data = 64'b0001100000000000000011111000001111100001111110000011111000001111;
39 : data = 64'b0001100000000000000011111000001111100001111110000011111000001111;
40 : data = 64'b0001100000000000000011111000001111100001111110000011111000001111;
41 : data = 64'b0001100000000000000011111000001111100001111110000011111000001111;
42 : data = 64'b0001100000000000000011111000001111100001111110000011111000001111;
43 : data = 64'b0001100000000000000011111000001111100001111110000011111000001111;
44 : data = 64'b0001100000000000000011111000001111100001111110000011111000001111;
45 : data = 64'b0001100000000000000011111000001111100001111110000011111000001111;
46 : data = 64'b0001100000000000000011111000001111100001111110000011111000001111;
47 : data = 64'b0001100000000000000011111000001111100001111110000011111000001111;
default : data = 64'b1111111111111111111111111111111111111111111111111111111111111111;
endcase;
end
endmodule
module ram #(
  parameter int DW    = 64,             
  parameter int WORDS = 48,             
  parameter int ADDRW = $clog2(WORDS)   
) ( 
  input  logic            clk,
  input  logic[ADDRW-1:0] rd_addr_i,
  output logic[DW-1:0]    rd_data_o,
  input  logic            wr_en_i,
  input  logic[ADDRW-1:0] wr_addr_i,
  input  logic[DW-1:0]    wr_data_i
);
logic[DW-1:0] mem[0:WORDS-1];
always @(posedge clk) begin	
		rd_data_o <=  mem[rd_addr_i];
end
always @(posedge clk) begin
  if(wr_en_i) mem[wr_addr_i] <= wr_data_i;
end
endmodule
 module vga(
input logic clk,
input logic rst,
input logic[63:0] readata,
output logic[6:0] readaddress,
output logic hsync,
output logic vsync,
output logic[3:0] red,
output logic[3:0] green,
output logic[3:0] blue
);
logic pixel_clock;
logic[9:0]line_counter;
logic[9:0]px_clk_counter;
logic[9:0] startingx , startingy;
logic[6:0] dataindex;
assign dataindex = px_clk_counter - startingy;
assign readaddress = line_counter - startingx;
assign startingx = 1;
assign startingy = 1;
always_ff@(posedge clk, posedge rst)
begin
        if(rst)
                pixel_clock<=0;
        else
                pixel_clock<=~pixel_clock;
end
always_ff@(posedge clk, posedge rst)
begin
	if(rst)
		px_clk_counter<=0;
	else if(pixel_clock)
      begin
      if(px_clk_counter<800)
			px_clk_counter<=px_clk_counter+1;
      else
         begin
         px_clk_counter<=0;
         if(line_counter<524)
				line_counter<=line_counter+1;
         else
            line_counter<=0;
         end
      end
end
always_ff@(posedge clk, posedge rst)
begin
   if (rst)
      hsync<=1;
   else if(pixel_clock)begin
		if (px_clk_counter>(640+16-1) && px_clk_counter<(640+16+96)) begin
			hsync<=0;
      end
      else
			hsync<=1;
      end   
end
always_ff@(posedge clk, posedge rst)
begin
	if(rst)
		vsync<=1;
   else if(pixel_clock)
		if (line_counter>(480+11-1) && line_counter<(480+11+2))
         vsync<=0;
		else
			vsync<=1;
end
always_ff@(posedge clk, posedge rst)
begin
  if(rst) begin
      red <= 4'b0000;
      blue<= 4'b0000;
      green<= 4'b0000;
  end  
  else if (px_clk_counter >640 && pixel_clock) begin
	  red = 4'b0000;
     blue = 4'b0000;
     green = 4'b0000;
  end  
  else if (px_clk_counter<640 && pixel_clock && line_counter<480) begin
      if (line_counter>=startingx && line_counter<startingx+48 && px_clk_counter>=startingy &&   px_clk_counter<startingy+64 ) begin
			if (readata[dataindex]) begin
          red <= 4'b1111;
          blue<= 4'b1111;
          green<= 4'b1111;
			end
			else begin
			  red<= 4'b0000;
			  blue<= 4'b0000;
			  green<= 4'b0000;
			end
      end
      else begin   
          red<= 4'b1000;
          green<= 4'b0000;
          blue<= 4'b0000;
      end 
   end
end       
endmodule
```
==> flow_summary.toml <==
# synthesis and place-and-route metrics
[final_timing]
fin_tns_setup_ns = 0
timing.hold.ws_ns = 0.488
grt_setup_unrepaired = "false"
report.final.setup_viol = 0
maxSlewHeadroom_pct = 42.1
worst_slew_pin_slew_ns = 0.866
min_period_over_period_pct = 72.9
finalClockSkew_ns = 0.0207
finalCriticalPeriod_ns = 8.75
final-max-slew-violation-count = 0
fmax_mhz = 114
report.final.hold_viol_count = 0

[power]
swShare_pct = 19.7
internal_power_mw = 2.47
p_sw_mw = 0.606
seqPwrFrac_pct = 53.5
pwr-share-clk_pct = 43.7
ir_worst_vdd_mv = 0.103
combPwrFrac_pct = 2.7
leakage_nw = 7.22
power_per_cell_area_mw_per_mm2 = 140

[min_path]
min-delay-path-class = "flip-flop to flip-flop"

[detailed_routing]
routed_wirelength_um = 41800
drc = 0
ant_nets = 0
drtIter0Drc = 676
detailedRoute.firstPassIterationCount = 6
vias_per_cell = 5.54
via_count = 9851
wl_per_cell_um = 23.5
detail_route.antenna_diodes = 0

[worst_setup_path]
timing.critical_path.cells = "clkdlybuf4s50_1 > nand2_1 > mux2i_1 > nand4_1 > o21ba_2 > nor3_2 > a21oi_1 > inv_1 > clkdlybuf4s50_1"
cpPeakStageDelay_ns = 0.95
cp_data_required_time_ns = 9.60
critPathSlowestCell = "sky130_fd_sc_hd__clkdlybuf4s50_1"
critPathMostFrequentCell = "sky130_fd_sc_hd__clkdlybuf4s50_1"
path_class = "input pin to output port"
critPathMaxFanout = 25
critical_path.startpoint_type = "input pin"
critical_path_arrival_ns = 6.35
end_kind = "output port"

[die]
chip_area_mm2 = 0.0391
placeableCoreArea_mm2 = 0.0377
fp_util_pct = 50.8
dieWidth_um = 198
die.size.y_um = 198
fp-row-count = 71
io_pins = 232

[clock_tree]
clock-sinks = 431
tritoncts = "built"
cts_hold_buf = 0
cts-root-buf = "sky130_fd_sc_hd__clkbuf_16"
cts-buffers-inserted = 45
htree_levels = 2
clk_latency_ns = 0.55
cts.clk_slew.worst_paths_ns = 0.05
cts_buffer_depth = 3
cts_resized = 0
post-cts-setup-buffer-count = 0

[synth]
ys_seq_share_pct = 66.1
synth.yosys.chip_area_mm2 = 0.0191
flop_cell = "sky130_fd_sc_hd__edfxtp_1"
top_cell_area_share_pct = 61.8
netlist.top_cell.by_area = "sky130_fd_sc_hd__edfxtp_1"
syn-mean-instance-area_um2 = 16.3
synth-async-reset-ratio_pct = 3.48
synth-edff-count = 394
compound_gate_fraction_of_synth_area_pct = 2.73
muxShareOfSynthArea_pct = 15.0
top_cells_by_area = "sky130_fd_sc_hd__edfxtp_1 (62%), sky130_fd_sc_hd__mux4_2 (14%), sky130_fd_sc_hd__buf_4 (7.5%)"
cell_area_after_synthesis_mm2 = 0.0191
ys_sh_xor_pct = 1.31
yosys-dominant-comb-family = "multiplexers"
syn-instance-count = 1176
yosysWarningCount = 15
top_cells_by_count_synth = "sky130_fd_sc_hd__edfxtp_1 (394), sky130_fd_sc_hd__buf_4 (192), sky130_fd_sc_hd__mux4_2 (120), sky130_fd_sc_hd__nor2_1 (106), sky130_fd_sc_hd__nand2_1 (46)"
yosys-stat-cells = 1176
netlist-cell-type-count = 59
post-synth-top-count-cell = "sky130_fd_sc_hd__edfxtp_1"
synth.ff_latch_count = 431
synth-adder-area-share_pct = 0.458
yosys.area_share.simple_pct = 5.30

[placement]
dp_hpwl_um = 26700
finalWeightedCongestion = 0.903
placement.io_buffers = 196
placement.cell_area_mm2 = 0.0205

[global_routing]
via_count_of_the_first_global_routing_pass = 9913
first_pass_grt_wire_length_um = 62500
gr-total-overflow = 0
largest_net_degree_at_the_start_of_global_routing = 78
gr-usage-all-layers_pct = 24.5
grt_antenna_before_repair = 1

[run_status]
outcome = "completed"

[final_layout]
drive_gt1_share_pct = 18.6
finalInstanceArea_mm2 = 0.0220
areaGrowthSynthToFinish_pct = 14.8

[flow_run]
warning_count = 30
cap_viol_max_count = 0
## power groups by stage
stage | Clock (mW) | Combinational (mW) | Sequential (mW)
after CTS | 1.37 | 0.0863 | 1.65
after global routing | 1.43 | 0.0947 | 1.65
final | 1.35 | 0.0842 | 1.65
## per-layer routing
metal	GRT usage, %	up-vias	share of wire (%)
met5	2.43	-	0.34
met4	3.24	6	1.5
met3	11.7	56	12
met2	36.3	552	48
met1	38.0	4863	38
li1	-	4374	-
## final timing paths
| check | depth (start not counted) | slack [ns] | startpoint | endpoint |
|---|---|---|---|---|
| max | 9 | 3.25 | switch | readataout[47] |
| min | 1 | 0.49 | myedgedetector.line1[60]$_SDFF_PP0_ | myedgedetector.line0[60]$_SDFF_PP0_ |
| max reg2reg | 9 | 7.73 | myvga.line_counter[0]$_SDFFCE_PP0P_ | myram.rd_data_o[62]$_DFF_P_ |
| min reg2reg | 1 | 0.49 | myedgedetector.line1[60]$_SDFF_PP0_ | myedgedetector.line0[60]$_SDFF_PP0_ |
| max in group asynchronous | 2 | 9.06 | rst | myvga.px_clk_counter[3]$_DFFE_PP0P_ |
| min in group asynchronous | 2 | 2.51 | rst | myvga.px_clk_counter[1]$_DFFE_PP0P_ |
## cell families after synthesis
group,Yosys count
DFF,431
xor gates and xnor gates,27
buffers and inverters,269
adders and majority gates,7
muxes,136
AOI/OAI and AO/OA,80
other,2
and+or+nand+nor,224
## per-stage QoR
step	power [mW]	instances	worst slack, ns	util, %
after CTS	3.11	1777	3.30	58.3
after global placement	1.76	1696	3.35	54.5
after floorplan	1.73	1209	4.71	-
after detailed placement	1.77	1696	3.29	54.5
final	3.08	1777	3.25	58.3
after global routing	3.18	1777	2.93	58.3
## sequential cells by signal (all words and copies together) (netlist names)
signal / flops
myedgedetector.line0: 2
myedgedetector.line1: 2
myedgedetector.line2: 1
myedgedetector.read_request: 1
myedgedetector.romaddress: 7
myedgedetector.write_enable: 1
myram.mem: 384
myram.rd_data_o: 8
myvga.green: 1
myvga.hsync: 1
myvga.line_counter: 10
myvga.pixel_clock: 1
myvga.px_clk_counter: 10
myvga.red: 1
myvga.vsync: 1
## placed cells by master, fill, tap and decap left out, drive strengths merged, types with 16 or more instances in the layout
cell type,n
dfxtp,22
o21ai,19
a21oi,26
edfxtp,394
clkbuf,57
conb,35
clkinv,18
mux4,120
nand3,16
inv,21
nand2,46
nor2,106
clkdlybuf4s50,196
buf,29
## critical path: cells and delay by family
family	cells	cell delay, ns
buffers and inverters	3	2.08
muxes	1	0.42
AOI/OAI and AO/OA	2	0.39
and+or+nand+nor	3	1.03
## final cells by class
| class | count | area [um^2] |
|---|---|---|
| Fill cell | 2843 | 15700 |
| Sequential cell | 431 | 12600 |
| Multi-Input combinational cell | 509 | 4980 |
| Timing Repair Buffer | 225 | 2190 |
| Clock buffer | 57 | 1190 |
| Tap cell | 511 | 639 |
| Clock inverter | 24 | 241 |
| Inverter | 20 | 75.1 |
Power figures rest on the tool's default switching activity, not on a simulated workload.
