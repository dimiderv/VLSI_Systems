==> /design/flow/design.v <==
 module VGA(
input logic clk,
input logic rst,
input logic[63:0] readata,
output logic[6:0] readaddress,
output logic hsync,
output logic vsync,
output logic[3:0] red,
output logic[3:0] green,
output logic[3:0] blue,
input logic [2:0] rgb
);
logic pixel_clock;
logic[9:0]line_counter;
logic[9:0]px_clk_counter;
logic[9:0] startingx , startingy;
logic[6:0] dataindex;
assign dataindex = px_clk_counter - startingy;
assign readaddress = line_counter - startingx;
assign startingx = 250;
assign startingy = 250;
always_ff@(posedge clk, posedge rst)
begin
        if(rst)
                pixel_clock<=0;
        else
                pixel_clock<=~pixel_clock;
end
always_ff@(posedge clk, posedge rst)
begin
	if(rst)
		px_clk_counter<=0;
	else if(pixel_clock)
      begin
      if(px_clk_counter<800)
			px_clk_counter<=px_clk_counter+1;
      else
         begin
         px_clk_counter<=0;
         if(line_counter<524)
				line_counter<=line_counter+1;
         else
            line_counter<=0;
         end
      end
end
always_ff@(posedge clk, posedge rst)
begin
   if (rst)
      hsync<=1;
   else if(pixel_clock)begin
		if (px_clk_counter>(640+16-1) && px_clk_counter<(640+16+96)) begin
			hsync<=0;
      end
      else
			hsync<=1;
      end   
end
always_ff@(posedge clk, posedge rst)
begin
	if(rst)
		vsync<=1;
   else if(pixel_clock)
		if (line_counter>(480+11-1) && line_counter<(480+11+2))
         vsync<=0;
		else
			vsync<=1;
end
always_ff@(posedge clk, posedge rst)
begin
  if(rst) begin
      red <= 4'b0000;
      blue<= 4'b0000;
      green<= 4'b0000;
  end  
  else if (px_clk_counter >640 && pixel_clock) begin
	  red = 4'b0000;
     blue = 4'b0000;
     green = 4'b0000;
  end  
  else if (px_clk_counter<640 && pixel_clock && line_counter<480) begin
      if (line_counter>=startingx && line_counter<startingx+48 && px_clk_counter>=startingy &&   px_clk_counter<startingy+64 ) begin
			if (readata[dataindex]) begin
			if(rgb[0])
				red <= 4'b1111;
			else
				red <= 4'b0000;
			if(rgb[2])
          blue<= 4'b1111;
			 else
				blue <= 4'b0000;
			if(rgb[1])
          green<= 4'b1111;
			 else
				green <= 4'b0000;
			end
			else begin
			  red<= 4'b0000;
			  blue<= 4'b0000;
			  green<= 4'b0000;
			end
      end
      else begin   
          red<= 4'b0000;
          green<= 4'b0000;
          blue<= 4'b0000;
      end 
   end
end       
endmodule
==> /design/flow/run.sh <==
#!/bin/bash
# OpenROAD 26Q1-2900-gdf79404cd8, Yosys 0.63+post, stock flow scripts
make -C /OpenROAD-flow-scripts/flow DESIGN_CONFIG=/design/flow/config.mk WORK_HOME=/design/flow/orfs finish
==> /design/flow/config.mk <==
export PLATFORM = sky130hd
export DESIGN_NAME = VGA
export DESIGN_NICKNAME = VGA
export VERILOG_FILES = /design/flow/design.v
export SDC_FILE = /design/flow/constraint.sdc
export NUM_CORES = 4
export LEC_CHECK = 1
export CORE_UTILIZATION = 40
==> /design/flow/constraint.sdc <==
current_design VGA

set clk_period 3.1
set clk_io_pct 0.2

create_clock -name clk0 -period $clk_period [get_ports {clk}]

set non_clock_inputs [all_inputs -no_clocks]
set_input_delay [expr $clk_period * $clk_io_pct] -clock clk0 $non_clock_inputs
set_output_delay [expr $clk_period * $clk_io_pct] -clock clk0 [all_outputs]
==> out/qor.csv <==
stage,metric,value,unit
critical_path,reg-to-reg startpoint,px_clk_counter[2],
routing,via count,2085,
logic_synthesis,MUX share of area,17.3,%
logic_synthesis,adder-cell area share of the yosys netlist,5.25,%
clocking,TritonCTS buffer count,3,
logic_synthesis,"Top FF cell, synth",dfrtp_1,
timing,Final min period,2.71,ns
critical_path,Crit. End Element,flip-flop,
global_routing,GRT met2 Usage,31.9,%
routing,antenna cell count,0,
placed_design,hpwl dp,4400,um
floorplanning,Die Size,6270,sq um
clocking,Clock Sink Count,26,
clocking,CTS clock-pin slew for the worst setup and hold paths,0.10,ns
floorplanning,Core ar.,5610,sq um
timing,"Slew Viols, Final",0,
global_routing,vias in the first global route,1957,
global_routing,initial antenna violation count,0,
clocking,CTS tree,built,
logic_synthesis,Top cell area share,14.7,%
logic_synthesis,synthesized area per cell,9.50,sq um
logic_synthesis,"XOR Share, Synth",4.78,%
critical_path,Max Fanout on Critical Path,21,
logic_synthesis,YS warnings,1,
floorplanning,IO Pins,90,
clocking,Post-CTS Setup Bufs,0,
logic_synthesis,Synthesized registers,26,
run,stage-log warning count,32,
routing,drt first pass iters,4,
layout,Sequential Area,703,sq um
logic_synthesis,simple share,19.5,%
floorplanning,cell row count,27,
power,Power Density,230,nW/um^2
placed_design,RePlAce Congestion,0.803,
critical_path,Critical Path Start Type,flip-flop,
hold_path,hold_sp,hsync,
floorplanning,Core Util at FP,42.5,%
timing,RSZ-0062 raised after global routing,no,
logic_synthesis,Mapped Area,2380,sq um
placed_design,port bufs,89,
routing,wire length per cell,14.7,um
timing,worst slew pin tran,0.777,ns
logic_synthesis,YS chip area,2380,sq um
routing,post-route ant nets,0,
floorplanning,Die X,79.2,um
logic_synthesis,Synth area leader,dfrtp_1,
routing,# DRC,0,
global_routing,Total GRT Usage,19.8,%
hold_path,HP Class,flip-flop to flip-flop,
critical_path,CP arrival,2.92,ns
floorplanning,Die H,79.2,um
timing,final setup fails,0,
layout,final core occ,58.3,%
global_routing,largest net degree at the start of global routing,27,
critical_path,critical path class,flip-flop to flip-flop,
logic_synthesis,cells after synthesis,251,
power,worst vdd ir,0.158,mV
logic_synthesis,"top cells, area","dfrtp_1 (15%), edfxtp_1 (13%), mux4_2 (9.4%)",
timing,slew margin rel.,48.2,%
clocking,Root Buffer Master,clkbuf_8,
logic_synthesis,Async SR Flop Fraction,61.5,%
logic_synthesis,yosys cell count,251,
layout,layout cells sized above 1,7.57,%
global_routing,GRT Max-Usage Layer,met2,
timing,Final Hold Viols,0,
layout,P&R area growth vs syn,37.1,%
logic_synthesis,"Seq share, synth",29.5,%
clocking,CTS resizes,0,
layout,comb. cell area,1450,sq um
routing,vias per cell,5.36,
logic_synthesis,post-synth cell types,53,
global_routing,met3 Resource Use GR,2.33,%
timing,setup_tns,0,ns
layout,filler cell count,508,
timing,clock skew,0.00813,ns
status,status,"finished, final reports clean",
logic_synthesis,"Compound Share, Synth",14.1,%
critical_path,crit path launch,px_clk_counter[2],
power,Lkg Pwr,1.23,nW
clocking,Clock Tree Buf Depth,2,
routing,Initial DRC Count,87,
logic_synthesis,dominant kind of combinational cell,simple AND/OR/NAND/NOR gates,
clocking,Clock H-tree levels,1,
routing,Post-Route WL,5720,um
timing,fin crit share,87.4,%
critical_path,CP Data Required Time,3.31,ns
timing,Max Fclk,0.369,GHz
global_routing,global route total overflow,0,
clocking,Skew-Pair Late Insertion Delay,0.27,ns
clocking,cts hold-fix bufs,0,
logic_synthesis,"EDFF count, synth",10,
run,Max Cap Viol,0,
global_routing,grt met1 use,30.7,%
global_routing,first-pass GRT wire length,9520,um
==> power breakdown <==
group / internal [W] / leakage (nW) / switching, W
registers: 0.000355 / 0.324 / 0
logic: 0.0000917 / 0.867 / 0.0000226
clock network: 0.000173 / 0.0357 / 0.000108
==> layer usage <==
metal	vias to the layer above	wire length [um]	part of all wire, %
li1	1053	-	-
met1	983	2840	50
met2	45	2600	45
met3	4	224	3.9
met4	0	55	0.96
met5	-	0	0
==> synthesized netlist by cell type, types with 8 or more instances <==
cell type	instances
nand3_1	8
o21ai_0	12
inv_1	10
nand2_1	14
nor2b_1	12
dfrtp_1	14
mux2i_1	16
buf_4	12
ha_1	10
nor2_1	22
mux4_2	10
clkbuf_1	13
edfxtp_1	10
xor2_1	9
==> worst max-delay path, stage by stage, from the launching register on <==
cell     delay [ns]
dfrtp_1        0.54
inv_1          0.13
ha_1           0.29
buf_4          0.27
mux2i_1        0.11
mux4_2         0.48
nor2b_1        0.14
nor4_1         0.28
mux2_4         0.23
a32o_1         0.16
==> registers in the layout, indices dropped and copies added, names as in the netlist <==
| name | count |
|---|---|
| px_clk_counter | 10 |
| green | 1 |
| hsync | 1 |
| vsync | 1 |
| line_counter | 10 |
| red | 1 |
| blue | 1 |
| pixel_clock | 1 |
==> cells in the final DEF, fill, tap and decap left out, types with 4 or more instances in the layout <==
cell	n
xor2_1	9
nor2b_1	12
o21ai_0	12
nor4_1	5
nor3_1	5
clkdlybuf4s50_1	89
mux2i_1	16
nand3_1	8
ha_1	10
xnor2_1	4
nand2_1	14
dfrtp_1	14
mux4_2	10
inv_1	10
or3_1	7
a21oi_1	7
edfxtp_1	10
nor2_1	22
==> path summary, 6_finish.rpt <==
kind / slack (ns) / to / cells after the start
max reg2reg: 0.39 / blue[2] / 9
min in group asynchronous: 0.68 / green[2] / 3
min: 0.50 / hsync / 2
max in group asynchronous: 2.17 / hsync / 3
min reg2reg: 0.50 / hsync / 2
max: 0.39 / blue[2] / 9
==> cell families after synthesis <==
kind of cell	Yosys count
buffers and inverters	40
adders and majority gates	10
muxes	28
DFF	26
xor gates and xnor gates	13
AOI/OAI and AO/OA	47
and+or+nand+nor	87
==> stage by stage <==
stage          total power, W  hold slack (ns)  cell area, sq um  cells  setup slack, ns
2_1_floorplan        0.000387            0.458              2380    251            0.406
3_3_place_gp         0.000477            0.484              3200    385            0.428
3_5_place_dp         0.000477            0.490              3200    385            0.375
4_1_cts              0.000760            0.504              3270    389            0.353
5_1_grt              0.000781            0.541              3270    389            0.211
6_report             0.000750            0.499              3270    389            0.389
==> cell type report <==
| cell class | count | share of cell area, % |
|---|---|---|
| clock inverter | 1 | 0.919 |
| timing repair buffer | 92 | 28.0 |
| clock buffer | 3 | 1.26 |
| tap | 72 | 2.76 |
| inverter | 10 | 1.15 |
| multi-input combinational | 185 | 44.4 |
| sequential | 26 | 21.5 |
No activity file was given, so power comes from the tool's default toggle rates.
